**./run.sh**
```bash
#!/bin/bash
# OpenROAD 26Q1-2900-gdf79404cd8, Yosys 0.63+post, stock flow scripts
make -C /OpenROAD-flow-scripts/flow DESIGN_CONFIG=/design/flow/config.mk WORK_HOME=/design/flow/orfs finish
```
**./constraint.sdc**
```tcl
current_design ID_EX

set clk_period 1.0
set clk_io_pct 0.2

create_clock -name clk0 -period $clk_period [get_ports {clk}]

set non_clock_inputs [all_inputs -no_clocks]
set_input_delay [expr $clk_period * $clk_io_pct] -clock clk0 $non_clock_inputs
set_output_delay [expr $clk_period * $clk_io_pct] -clock clk0 [all_outputs]
```
**./design.v**
```verilog
`timescale 1ns / 1ps
module ID_EX(
input  [31:0] PC_plus_4_fo,               
input  [4:0] Rs1_fo,               
input  [4:0] Rs2_fo,               
input  [31:0] Read_data1_fo,            
input  [31:0] Read_data2_fo,            
input [31:0] Sign_ext,                        
input  [4:0] Rd_fo,                             
input  [2:0]  I_aluctrl_fn7_fo,                    
input  [2:0]  I_aluctrl_fn3_fo,                  
input ALU_src,
input [1:0] Wr_data_sel,
input Reg_wr,
input Mem_rd,
input Mem_wr,
input [1:0] ALU_op,
input clk,
input reset,
output reg [31:0] PC_plus_4_do,           
output reg [31:0] Read_data1_do,           
output reg [31:0] Read_data2_do,           
output reg [31:0] Sign_ext_do,                
output reg [4:0] Rd_do,                          
output reg [2:0]  I_aluctrl_fn7_do,                    
output reg [2:0]  I_aluctrl_fn3_do,                  
output  reg [4:0] Rs1_do,               
output  reg [4:0] Rs2_do,               
output reg ALU_src_do,
output reg [1:0] Wr_data_sel_do,
output reg Reg_wr_do,
output reg Mem_rd_do,
output reg Mem_wr_do,
output reg [1:0] ALU_op_do
    );
   always @(posedge clk, negedge reset)
    begin
    if(reset==0)
    begin
    Read_data1_do<=0;
    Read_data2_do<=0;
    Sign_ext_do<=0;
    end
    else
    begin
    Read_data1_do<=Read_data1_fo;
    Read_data2_do<=Read_data2_fo;
    Sign_ext_do<=Sign_ext;
    Rs1_do<=Rs1_fo;
    Rs2_do<=Rs2_fo;
    PC_plus_4_do<=PC_plus_4_fo;
    Rd_do<=Rd_fo;
    I_aluctrl_fn7_do<=I_aluctrl_fn7_fo;
    I_aluctrl_fn3_do<=I_aluctrl_fn3_fo;
    ALU_src_do<=ALU_src;
    Wr_data_sel_do<=Wr_data_sel;
    Reg_wr_do<=Reg_wr;
    Mem_rd_do<=Mem_rd;
    Mem_wr_do<=Mem_wr;
    ALU_op_do<=ALU_op;
    end
    end
endmodule
```
**./config.mk**
```make
export PLATFORM = sky130hd
export DESIGN_NAME = ID_EX
export DESIGN_NICKNAME = ID_EX
export VERILOG_FILES = /design/flow/design.v
export SDC_FILE = /design/flow/constraint.sdc
export NUM_CORES = 4
export LEC_CHECK = 1
export CORE_AREA = 10 10 189 189
export DIE_AREA = 0 0 199 199
```
==> results.txt <==
vias per cell: 2.943
FMAX: 882.0 MHz
Num CTS Buffers: 17
Slew HR: 51.95%
min Tclk post-route: 1134 ps
# IOs: 316
final cell count without fillers: 930
critical path class: reg2out
Placeable Area: 0.03156 sq mm
Synth Warn #: 1
post-route ant nets: 0
Setup violations, final: 157
Iteration-0 DRC Markers: 95
drt drc: 0
#FFs+latches synth: 157
CP bufs+invs: 1
fin worst setup slack: -133.8 ps
DPL Wire Length: 11980 microns
Top Layout Cells: clkdlybuf4s50_1 (157), buf_2 (157), dfrtp_1 (96)
Combinational Area: 0 sq um
yosys cell count: 157
First-pass DRT Iterations: 3
max cap viols: 0
Synth Seq Share: 100.0%
vias in the first global route: 3097
P_leak: 0.003365 uW
share of layout cells above drive strength 1: 38.45%
first-pass GRT wire length: 21660 microns
fin crit share: 113.4%
RSZ-0062 raised after global routing: yes
comb_multi_in: 0
Adder Area Share: 0%
Clock Path Buffers: 2
Crit path depth: 1
Avg Cell Area, Syn: 26.97 sq um
hold crit path type: in2async
CTS root buffer: clkbuf_16
Rows: 65
die area: 0.03960 sq mm
number of warnings in the stage logs: 28
Pwr per Cell Area: 1836 mW/mm^2
WL final: 15580 microns
Critical Path Start: Rd_do[3]
Worst setup SP type: register
largest stage delay on the critical path: 370 ps
Die X: 199 microns
Initial Util: 13.42%
placed cell count: 887
htree depth: 4
Layout fillers: 3280
crit-path cells: buf_2
Tightest Pin Transition: 720.8 ps
post-synthesis instance area: 0.004234 sq mm
Clock transition at path regs: 70 ps
failing checks: negative hold slack, negative setup slack
Min Hold Slack: -163.1 ps
XOR Share, Synth: 0%
DR vias: 2737
Netlist cell types: 2
largest net degree at the start of global routing: 36
hold-fix buffer count after cts: 3
Mux area share: 0%
Post-Synthesis Cells: 157
CP delay by family, top: flip-flops
routability cong.: 0.7963
Critical Path RT: 800 ps
CP max FO: 1
Crit. End Element: output port
Compound Share, Synth: 0%
Setup crit end: Rd_do[3]
TritonCTS Sinks: 157
Synth-to-Final Area Change: 86.79%
final-report hold violation count: 12
CTS tree: done
Basic Gates by Area: 0%
status: finished with violations
die y size: 199 microns
drt wl/cell: 16.75 microns
Final Util: 25.06%
pre-CTS setup slack: -40.06 ps
Worst Path Arrival: 930 ps
final slew viol count: 0
GRT Util Overall: 7.623%
Yosys Chip Area: 0.004234 sq mm
setup_tns: -15580 ps
antenna diode count: 0
Worst path slowest cell: edfxtp_1
IO Port Bufs: 315
initial antenna violation count: 0
grt total ovfl: 0
VDD IR-drop max: 1016 uV
## kinds of logic after synthesis
kind of cell and count (synthesis):
flip-flops 157
## per-layer routing
layer	wire [microns]	share of wire, %	global-route usage (%)
met5	0	0	0
met3	1436	9.2	3.647
met1	5495	35	8.699
met2	8431	54	13.00
met4	218	1.4	1.102
## power by group
part	total (uW)	leakage (uW)	switching (uW)	internal [uW]
clock	6130	0.000276	2860	3270
sequential	7190	0.00172	77.1	7110
combinational	1200	0.00137	347	855
total	14500	0.00336	3280	11200
## area by class of cell
cell class            instances  area, sq um  share of cell area, %
sequential                  157         4234                  53.54
timing repair buffer        339         2619                  33.11
clock inverter               14        123.9                  1.566
clock buffer                 18        429.2                  5.426
tap                         402        503.0                  6.360
## through the flow
step | power (uW) | instance area (sq um)
4_1_cts | 14860 | 7891
6_report | 14520 | 7909
2_1_floorplan | 7238 | 4234
3_3_place_gp | 8905 | 8014
5_1_grt | 15290 | 7909
3_5_place_dp | 8910 | 8014
## synthesized netlist by cell type (all sizes together)
cell,count,area [sq um]
dfrtp,96,2402
edfxtp,61,1832
## flip-flops by register name, summed over array words and instances (netlist names)
signal            count
ALU_op_do             2
Mem_wr_do             1
I_aluctrl_fn3_do      3
I_aluctrl_fn7_do      3
Reg_wr_do             1
Read_data2_do        32
PC_plus_4_do         32
Read_data1_do        32
Mem_rd_do             1
Sign_ext_do          32
ALU_src_do            1
Rs2_do                5
Rs1_do                5
Wr_data_sel_do        2
Rd_do                 5
## worst min path at each step
stage / end / slack [ps] / cells after the start
global route: Sign_ext_do[29] / -170 / 2
CTS: Read_data2_do[4] / 160 / 1
finish: Sign_ext_do[29] / -160 / 2
## repair_timing
action                                 4_1_cts  5_1_grt
cloned                                       0        1
setup endpoints to repair                  157      189
endpoints found under the hold margin       65       12
buffers inserted                             0        0
resized                                    512        1
Power is estimated from default activity; no workload was simulated.
