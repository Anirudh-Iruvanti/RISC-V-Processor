## /design/flow/design.v

```verilog
`timescale 1ns / 1ps
module IF_ID(
input Prediction,
input [31:0] Add_result2,
input IF_ID_ctrl,                                  
input [31:0] Instruction_code_fi,            
input [31:0] PC_plus_4_fi,                    
input clk,
input reset,
input Flush,                                   
output reg [31:0] PC_plus_4_fo,          
output reg [4:0] Rs1_fo,                            
output reg [4:0] Rs2_fo,                            
output reg [31:0] Instruction_code_fo,   
output reg [4:0] Rd_fo,                             
output reg [2:0]  I_aluctrl_fn7_fo,                
output reg [2:0]  I_aluctrl_fn3_fo,                  
output reg Prediction_fo,
output reg [31:0] Add_result2_fo
 );
reg clk_stall;
always @(clk)
begin
if(IF_ID_ctrl==0)
clk_stall<=0;
else
clk_stall<=clk;
end
   always@ (negedge reset, negedge clk_stall)
   begin
   if ( reset==0)
               begin
               Rs1_fo<=0;
               Rs2_fo<=0;
               Rd_fo<=0;
               Instruction_code_fo<=0;
               I_aluctrl_fn7_fo<=0;
               I_aluctrl_fn3_fo<=0;
               end
   else
               begin  
               Rs1_fo<=Instruction_code_fi[19:15];
               Rs2_fo<=Instruction_code_fi[24:20];
               Rd_fo<=Instruction_code_fi[11:7];
               Instruction_code_fo<=Instruction_code_fi;
               I_aluctrl_fn7_fo<={Instruction_code_fi[31:30],Instruction_code_fi[25]};
               I_aluctrl_fn3_fo<=Instruction_code_fi[14:12];
               PC_plus_4_fo<=PC_plus_4_fi;
               Prediction_fo<=Prediction;
               Add_result2_fo<=Add_result2;
               end
   end
   always@(Flush)
   begin
   if(Flush==1)
   begin
   Rs1_fo<=5'b00000;
   Rs2_fo<=5'b00000;
   Rd_fo<=5'b00000;   
   Instruction_code_fo<=0;
   I_aluctrl_fn7_fo<=0;
   I_aluctrl_fn3_fo<=0;
   end
   else
   begin
   Rs1_fo<=Instruction_code_fi[19:15];
   Rs2_fo<=Instruction_code_fi[24:20];
   Rd_fo<=Instruction_code_fi[11:7];
   Instruction_code_fo<=Instruction_code_fi;
   I_aluctrl_fn7_fo<={Instruction_code_fi[31:30],Instruction_code_fi[25]};
   I_aluctrl_fn3_fo<=Instruction_code_fi[14:12];
   end
   end
endmodule
```

## /design/flow/run.sh

```bash
#!/bin/bash
# OpenROAD 26Q1-2900-gdf79404cd8, Yosys 0.63+post, stock flow scripts
make -C /OpenROAD-flow-scripts/flow DESIGN_CONFIG=/design/flow/config.mk WORK_HOME=/design/flow/orfs finish
```

## /design/flow/config.mk

```make
export PLATFORM = sky130hd
export DESIGN_NAME = IF_ID
export DESIGN_NICKNAME = IF_ID
export VERILOG_FILES = /design/flow/design.v
export SDC_FILE = /design/flow/constraint.sdc
export NUM_CORES = 4
export LEC_CHECK = 1
export CORE_AREA = 10 10 149 149
export DIE_AREA = 0 0 159 159
```

## /design/flow/constraint.sdc

```tcl
current_design IF_ID

set clk_period 1.0
set clk_io_pct 0.2

create_clock -name clk0 -period $clk_period

set non_clock_inputs [all_inputs -no_clocks]
set_input_delay [expr $clk_period * $clk_io_pct] -clock clk0 $non_clock_inputs
set_output_delay [expr $clk_period * $clk_io_pct] -clock clk0 [all_outputs]
```

==> metrics.log <==
[metrics] run summary
[metrics] run status: did not finish
[metrics] Top cells by area: sky130_fd_sc_hd__edfxtp_1 62%, sky130_fd_sc_hd__dfrtn_1 25%, sky130_fd_sc_hd__nor2b_1 6.4%
[metrics] Halt Stage: synthesis
[metrics] area figure in the yosys stat output: 3140 sq um
[metrics] Yosys warning count: 1
[metrics] count of different cell masters after synthesis: 6
[metrics] FF+latch count, synth: 97
[metrics] Seq share, synth: between 80% and 90%
[metrics] cell count listed in synth_stat.txt: 155
[metrics] Synth area leader: sky130_fd_sc_hd__edfxtp_1
[metrics] Tool Error: ERROR: Found 32 problems in 'check -assert'.
[metrics] area share, top type: between 60% and 70%
[cell families after synthesis]
| kind of cell | count (synthesis) | share of synthesized area [%] |
|---|---|---|
| and+or+nand+nor | 34 | 6.69 |
| buffers and inverters | 24 | 5.73 |
| DFF | 97 | 87.6 |
[synthesized netlist by cell type]
library cell                n
sky130_fd_sc_hd__dfrtn_1   32
sky130_fd_sc_hd__nand2_1    1
sky130_fd_sc_hd__edfxtp_1  65
sky130_fd_sc_hd__and2_1     1
sky130_fd_sc_hd__nor2b_1   32
sky130_fd_sc_hd__buf_4     24
